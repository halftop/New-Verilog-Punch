## design/flow/design.v

```verilog
module pwm_genrate
#(
	parameter CLK_FREQUENCE	= 24,	 
			PWM_PRECISION	= 1,	 
			PWM_PERIOD		= 1,	 
			BREATH_CYCLE	= 2		 
)
(
	input					clk		,
	input					rst_n	,
	output	reg				pwm_sig	
);
localparam	PRECISION_CNT	= CLK_FREQUENCE*PWM_PRECISION,
			PERIOD_CNT		= PWM_PERIOD*10/PWM_PRECISION,
			CYCLE_CNT		= BREATH_CYCLE*5/PWM_PRECISION/PWM_PERIOD,
			PRECISION_WD	= clogb2(PRECISION_CNT),
			PERIOD_WD		= clogb2(PERIOD_CNT),
			CYCLE_WD		= clogb2(CYCLE_CNT);
reg		[PRECISION_WD-1:0]	cnt_pre; 
reg		[PERIOD_WD-1:0]		cnt_per; 
reg		[CYCLE_WD-1:0]		cnt_cyc; 
wire						time_pre; 
wire						time_per; 
wire						time_cyc; 
reg							turn_flag; 
always @(posedge clk or negedge rst_n) begin
	if (!rst_n) begin
		cnt_pre <= 'd0;
	end else if (cnt_pre<PRECISION_CNT) begin
		cnt_pre <= cnt_pre + 1'b1;
	end else begin
		cnt_pre <= 'd1;
	end
end
assign time_pre = cnt_pre == PRECISION_CNT;
always @(posedge clk or negedge rst_n) begin
	if (!rst_n) begin
		cnt_per <= 'd0;
	end else if (time_pre) begin
		cnt_per <= (cnt_per<PERIOD_CNT)?(cnt_per+1'b1):1'd1;
	end else begin
		cnt_per <= cnt_per;
	end
end
assign time_per = cnt_per == PERIOD_CNT && time_pre;
always @(posedge clk or negedge rst_n) begin
	if (!rst_n) begin
		cnt_cyc <= 'd0;
	end else if (time_per) begin
		cnt_cyc <= (cnt_cyc<CYCLE_CNT)?(cnt_cyc+1'b1):1'd1;
	end else begin
		cnt_cyc <= cnt_cyc;
	end
end
assign time_cyc = cnt_cyc == CYCLE_CNT && time_per;
always @(posedge clk or negedge rst_n) begin
	if (!rst_n) begin
		turn_flag <= 1'b0;
	end else if (time_cyc) begin
		turn_flag <= ~turn_flag;
	end else begin
		turn_flag <= turn_flag;
	end
end
always @(posedge clk or negedge rst_n) begin
	if (!rst_n) begin
		pwm_sig <= 1'b1;
	end else begin
		case (turn_flag)
			1'b0: pwm_sig <= (cnt_per>cnt_cyc)?1'b1:1'b0;
			1'b1: pwm_sig <= (cnt_per<cnt_cyc)?1'b1:1'b0;
			default: pwm_sig <= pwm_sig;
		endcase
	end
end
function integer clogb2 (input integer depth);
	begin
		for(clogb2=0; depth>0; clogb2=clogb2+1)
		depth = depth >> 1;
	end
endfunction
endmodule
```

## design/flow/run.sh

```bash
#!/bin/bash
# OpenROAD 26Q1-2900-gdf79404cd8, Yosys 0.63+post, stock flow scripts
make -C /OpenROAD-flow-scripts/flow DESIGN_CONFIG=/design/flow/config.mk WORK_HOME=/design/flow/orfs finish
```

## design/flow/config.mk

```make
export PLATFORM = sky130hd
export DESIGN_NAME = pwm_genrate
export DESIGN_NICKNAME = pwm_genrate
export VERILOG_FILES = /design/flow/design.v
export SDC_FILE = /design/flow/constraint.sdc
export NUM_CORES = 4
export LEC_CHECK = 1
export CORE_AREA = 10 10 83 83
export DIE_AREA = 0 0 93 93
```

## design/flow/constraint.sdc

```tcl
current_design pwm_genrate

set clk_period 2.5
set clk_io_pct 0.2

create_clock -name clk0 -period $clk_period [get_ports {clk}]

set non_clock_inputs [all_inputs -no_clocks]
set_input_delay [expr $clk_period * $clk_io_pct] -clock clk0 $non_clock_inputs
set_output_delay [expr $clk_period * $clk_io_pct] -clock clk0 [all_outputs]
```

==> flow_summary.yaml <==
# flow metrics
run_status:
  outcome: "complete, no violations"
global_route:
  antenna_found_initial: 0
  grt_pass1_vias: 582
  grt-ovfl-total: 0
  grt_pass1_wl_microns: 2539
  grt_max_degree: 16
  grt_util_all_layers_pct: 3.499
sta:
  maxClockFrequency_mhz: 583.7
  relSlewSlack_pct: 55.09
  finalSetupTns_ns: 0
  fin_crit_sh_pct: 68.52
  whs_ns: 0.4943
  fin_skew_ns: 0.003999
  setup_viol: 0
  post-route-min-period_ns: 1.713
  rsz0062_at_grt: "no"
  worstMarginPinSlew_ns: 0.6715
  drv_slew: 0
  finalHoldViolations: 0
  worst_slack_ns: 0.7869
final_layout:
  synthToLayoutAreaGrowth_pct: 17.53
  drive_gt1_share_pct: 10.47
  final_core_util_pct: 19.43
clocking:
  cts_buffers: 3
  insertion_delay_ns: 0.25
  cts-root-buf: "clkbuf_8"
  cts_tree: "done"
  cts_resized: 0
  htreeDepth: 1
  post_cts_buffers: 0
  holdBufCountCts: 0
  clk_pin_slew_ns: 0.06
  clock_path_buffers: 2
  clkSinkCount: 15
detailed_routing:
  drc: 0
  vias: 601
  wl_per_cell_microns: 8.974
  ant_nets: 0
  num_antenna_cells: 0
  drt_iter0_drc: 33
  drt_wl_total_microns: 1400
  viasPerCell: 3.853
  dr.pass1.iters: 4
power:
  vdd_ir_drop_max_mv: 0.1621
  power_uw: 444.3
  p_per_area_mw_per_mm2: 445.0
  p_leak_uw: 0.0004160
floorplan:
  fp_util_pct: 16.53
  die_w_microns: 93
  core_area_sq_mm: 0.005140
  dieArea_sq_mm: 0.008649
  die_h_microns: 93
  rows: 26
  ios: 3
worst_setup_path:
  path_buffers: 1
  critical_path_required_ns: 2.68
  cp_max_fo: 6
  cp_cell_sequence: "inv_1, ha_1, a21o_1, a211oi_1, mux2_2"
  crit_slowest_cell: "dfrtp_1"
  crit_path_start_kind: "flop"
  crit_path_end_kind: "flop"
  cpPeakStageDelay_ns: 0.44
  worstPathArrival_ns: 1.89
  crit_family: "flip-flops"
  critPathKind: "reg -> reg"
place:
  pre_cts_ws_ns: 0.8092
  hpwl_microns: 1013
  portBuffers: 2
  routabilityCongestion: 0.7876
yosys:
  synth_cell_type_count: 31
  postSynthSeqShare_pct: 44.33
  yosys_warnings: 1
  syn_area_per_cell_sq_um: 10.49
  ys_cells: 81
  synth_cells: 81
  edf_count: 0
  syn_area_sq_um: 849.6
  ys.flops: 15
  ys_area_sq_um: 849.6
  ys.flop_type: "dfrtp_1"
  async_flop_share_pct: 100.0
job:
  tool_warnings: 28
  cap_violations: 0
worst_hold_path:
  hold_class: "reg -> reg"
[kinds of logic (layout without fill, tap and decap cells)]
| logic type | after synthesis | in the layout | synth area share [%] |
|---|---|---|---|
| buf+inv | 8 | 13 | 3.682 |
| simple gates | 22 | 22 | 16.20 |
| xor+xnor | 2 | 2 | 2.062 |
| compound gates | 22 | 22 | 16.50 |
| flops | 15 | 15 | 44.33 |
| fa+ha+maj | 10 | 10 | 14.73 |
| mux | 2 | 2 | 2.504 |
[through the flow]
stage          instance area [sq um]  cells
2_1_floorplan                  849.6     81
3_3_place_gp                   952.2    152
3_5_place_dp                   952.2    152
4_1_cts                        998.5    156
5_1_grt                        998.5    156
6_report                       998.5    156
[worst reg2reg max path, cell delays in order (launching register included)]
cell,delay (ns)
dfrtp_1,0.44
inv_1,0.10
ha_1,0.31
a21o_1,0.19
a211oi_1,0.25
mux2_2,0.36
[cells in the mapped netlist, types with 2 or more instances]
| master | number | area share, % |
|---|---|---|
| o21a_1 | 2 | 1.8 |
| nor2_1 | 3 | 1.3 |
| dfrtp_1 | 14 | 41 |
| o31ai_1 | 5 | 4.4 |
| o21ai_0 | 8 | 4.7 |
| a211oi_1 | 2 | 1.8 |
| ha_1 | 10 | 15 |
| inv_1 | 7 | 3.1 |
| a21oi_1 | 2 | 1.2 |
| nand2_1 | 7 | 3.1 |
[placed cells by master, fill, tap and decap left out, types with 2 or more instances in the layout]
cell type / count
o31ai_1: 5
o21ai_0: 8
dfrtp_1: 14
nor2_1: 3
clkbuf_8: 3
o21a_1: 2
a211oi_1: 2
nand2_1: 7
clkdlybuf4s50_1: 2
ha_1: 10
a21oi_1: 2
inv_1: 7
[sequential cells by signal, summed over array words and instances, names as in the netlist]
signal and cells:
pwm_sig 1, cnt_per 4, turn_flag 1, cnt_cyc 4, cnt_pre 5
[metal layers]
metal,up-vias,global-route usage (%),wire length (microns)
met5,-,0,0
met4,0,0.3856,14
met3,2,1.535,72
met2,5,5.432,574
met1,291,4.554,739
li1,303,-,-
[worst paths after layout]
path | cells past startpoint | startpoint | endpoint | slack, ns
hold reg to reg | 1 | cnt_pre[0] | cnt_pre[0] | 0.49
setup / recovery | 5 | cnt_cyc[2] | pwm_sig | 0.79
setup reg to reg | 5 | cnt_cyc[2] | pwm_sig | 0.79
min in group asynchronous | 1 | rst_n | cnt_per[2] | 0.66
hold / removal | 1 | cnt_pre[0] | cnt_pre[0] | 0.49
max in group asynchronous | 1 | rst_n | cnt_pre[3] | 1.41
[cell type report]
class | instances | area [sq um]
Timing Repair Buffer | 2 | 20.02
Tap cell | 70 | 87.58
Sequential cell | 15 | 376.6
Multi-Input combinational cell | 58 | 441.7
Clock buffer | 3 | 41.29
Inverter | 7 | 26.28
Clock inverter | 1 | 5.005
Fill cell | 590 | 4141
[power breakdown]
group / switching (uW) / total, uW / internal, uW
combinational: 4.54 / 5.91 / 1.37
sequential: 0 / 243 / 243
clock: 85.3 / 195 / 110
Power is estimated from default activity; no workload was simulated.
