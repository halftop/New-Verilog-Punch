==> ./design.v <==
module cnt2s(
    input clk, rst_n,
    output [3:0] o_cnt
    );
    reg [3:0] cnt;
always @ (posedge clk) begin
    if ( !rst_n )
        cnt <= 4'b0000;
    else if ( cnt == 4'b1111 )
        cnt <= 4'b0000;
    else
        cnt <= cnt + 1'b1;
end
assign o_cnt = cnt;
endmodule
==> ./run.sh <==
#!/bin/bash
# OpenROAD 26Q1-2900-gdf79404cd8, Yosys 0.63+post, stock flow scripts
make -C /OpenROAD-flow-scripts/flow DESIGN_CONFIG=/design/flow/config.mk WORK_HOME=/design/flow/orfs finish
==> ./config.mk <==
export PLATFORM = sky130hd
export DESIGN_NAME = cnt2s
export DESIGN_NICKNAME = cnt2s
export VERILOG_FILES = /design/flow/design.v
export SDC_FILE = /design/flow/constraint.sdc
export NUM_CORES = 4
export LEC_CHECK = 1
export CORE_AREA = 10 10 70 70
export DIE_AREA = 0 0 80 80
==> ./constraint.sdc <==
current_design cnt2s

set clk_period 1.5
set clk_io_pct 0.2

create_clock -name clk0 -period $clk_period [get_ports {clk}]

set non_clock_inputs [all_inputs -no_clocks]
set_input_delay [expr $clk_period * $clk_io_pct] -clock clk0 $non_clock_inputs
set_output_delay [expr $clk_period * $clk_io_pct] -clock clk0 [all_outputs]
==> ci_impl_report.md <==
### Flow metrics

| Metric | Value |
|---|---|
| Total number of H-tree levels | `1` |
| Post-Synthesis Cell Area | `159 um2` |
| Number of global-route vias before repair | `141` |
| Filler-free cell count of the finished design | `70` |
| Core region area | `0.00342 mm2` |
| Number of buffers inserted by hold repair at cts | `0` |
| Standard cell with the maximum stage delay on the critical path | `sky130_fd_sc_hd__clkdlybuf4s50_1` |
| Clock Latency Late Sink | `0.23 ns` |
| Number of optimization iterations in the first detailed-route pass | `3` |
| Hold WS | `0.469 ns` |
| Leading registers by flop count | `cnt (4)` |
| Tally of max-capacitance violations | `0` |
| Most common library cell in the layout ignoring fill and taps | `sky130_fd_sc_hd__clkdlybuf4s50_1` |
| Met1 Resource Use GR | `2.14%` |
| Required arrival time at the worst endpoint | `1.20 ns` |
| Global placer's final weighted congestion | `0.677` |
| # port buffers | `5` |
| Most common logic cells in the final layout | `sky130_fd_sc_hd__clkdlybuf4s50_1 (5), sky130_fd_sc_hd__clkbuf_4 (3), sky130_fd_sc_hd__dfxtp_2 (3), sky130_fd_sc_hd__inv_1 (2)` |
| Result of the run | `completed` |
| Sum of net half-perimeters after detailed placement | `358 um` |
| Number of warnings the tools reported | `25` |
| Total Routing Usage GR | `1.55%` |
| Routed length per instance | `6.91 um` |
| Post-route clock skew | `0.00324 ns` |
| Yosys stat chip area | `159 um2` |
| Mean area per synthesized cell | `9.93 um2` |
| Die Height | `80 um` |
| Period Utilization, post-route | `93.6%` |
| Final critical delay including setup and external delays | `1.40 ns` |
| Number of antenna violations at the first check in global routing | `0` |
| Number of DRC markers after the initial detailed-route iteration | `1` |
| Final count of pins violating max slew | `0` |
| Power per standard cell area | `989 mW/mm2` |
| GR peak layer | `met1` |
| Cell leakage power | `0.0924 nW` |
| Arrival time at the worst endpoint | `1.10 ns` |
| Fraction of the core area covered by cells at the end of the flow | `8.57%` |
| Count of unique library cells instantiated by Yosys | `12` |
| Largest incremental delay on the critical path | `0.50 ns` |
| Floorplan die width | `80 um` |
| Total Routed Length | `484 um` |
| Vias | `139` |
| Total number of yosys warnings | `1` |
| Largest register FFs | `4` |
| Hold Crit Class | `reg -> reg` |
| Number of cells produced by synthesis | `16` |
| DRC viols | `0` |
| Instance area at placement | `267 um2` |
| Critical Path End Type | `output pin` |
| Slew headroom | `86.8%` |
| Met3 Track Usage GR | `1.36%` |
| Startpoint class of the critical path | `register` |
| Peak fanout along the critical path | `5` |
| Number of setup violations in the final report | `0` |
| Number of synthesized register bits | `4` |
| Minimum setup slack after placement | `0.261 ns` |
| Number of cell instances after yosys synthesis | `16` |
| DR vias/cell | `1.99` |
| TritonCTS Buffers | `3` |
| Buffer count from post-CTS setup fixing | `0` |
| Count of nets left with antenna violations after detail routing | `0` |
| Clock slew at the register clock pins of the worst setup and hold paths | `0.04 ns` |
| Count of standard-cell rows | `21` |
| Final number of hold-violating endpoints | `0` |
| Total power of the final layout | `290 uW` |
| Deepest clock path buffer count | `2` |
| CP cell instances | `clkdlybuf4s50_1` |
| Sum of overflow across all layers after global routing | `0` |
| Path type of the worst setup path | `reg -> out` |
| Highest Clock Rate | `0.712 GHz` |
| Slack of the worst reg-to-reg path | `0.50 ns` |
| I/O pins | `6` |
| Buffer-and-inverter tally for the worst setup path | `1` |
| Layout cell share with drive strength beyond 1 | `29.2%` |
| CTS tree | `yes` |
| Largest delay contributor family on the critical path | `buffers and inverters` |
| Antenna cell count | `0` |
| Area overhead of the layout relative to synthesis | `84.3%` |
| Unrepaired setup endpoints after global routing | `no` |
| Setup tns final | `0 ns` |
| Pin count of the biggest net entering global routing | `7` |
| Cell Count Post-Placement | `67` |
| Num Clock Sinks | `4` |
| Met2 capacity usage during global routing | `1.77%` |
| Global-route wire length before repair | `724 um` |
| Portion of the post-synthesis area used by sequential elements | `50.4%` |
| Die area | `0.00640 mm2` |
| Worst vdd rail ir drop | `0.000652 V` |
| Share of the core filled by cells before placement | `4.65%` |
| Final instance area | `293 um2` |
| Top register by number of flip-flops | `cnt` |
| Clock Tree Root | `sky130_fd_sc_hd__clkbuf_4` |
| Post-layout worst setup margin | `0.0959 ns` |
| Slew at the pin with the worst max-slew slack | `0.197 ns` |
-- layer usage --
metal	up-vias	part of all wire [%]
met2	8	30
met3	0	11
met4	0	0
li1	76	-
met5	-	0
met1	55	59
-- kinds of logic after synthesis --
kind of cell | Yosys count | synth area share (%)
compound gates | 5 | 21.3
fa+ha+maj | 1 | 7.87
flops | 4 | 50.4
simple gates | 3 | 10.2
buf+inv | 2 | 4.73
xor+xnor | 1 | 5.51
-- power breakdown --
part	switching [mW]	internal [mW]
logic	0.0118	0.0216
clock network	0.0416	0.0893
registers	0.00986	0.116
total	0.0633	0.226
-- repair_timing --
item | CTS | global route
endpoints found under the setup margin | 0 | 3
hold endpoints to repair | 0 | 0
resized | 0 | 3
-- cell type report --
| class | count | area [um2] |
|---|---|---|
| sequential | 4 | 83.8 |
| fill | 409 | 3120 |
| inverter | 2 | 7.51 |
| timing repair buffer | 5 | 50.0 |
| multi-input combinational | 10 | 71.3 |
| tap | 46 | 57.6 |
| clock buffer | 3 | 22.5 |
-- path summary, 6_finish.rpt --
check                           cells after the start   start        to
worst max-delay path                                1  cnt[0]  o_cnt[0]
worst min-delay path                                1  cnt[0]    cnt[0]
worst max register to register                      4  cnt[0]    cnt[3]
worst min register to register                      1  cnt[0]    cnt[0]
-- synth_stat cells --
master	instances	area share [%]
sky130_fd_sc_hd__dfxtp_1	4	50
sky130_fd_sc_hd__inv_1	2	4.7
sky130_fd_sc_hd__a21oi_1	1	3.1
sky130_fd_sc_hd__a21oi_2	1	5.5
sky130_fd_sc_hd__a311oi_1	1	5.5
sky130_fd_sc_hd__a31oi_1	1	3.9
sky130_fd_sc_hd__ha_1	1	7.9
sky130_fd_sc_hd__nand2_1	1	2.4
sky130_fd_sc_hd__nand4b_1	1	5.5
sky130_fd_sc_hd__nor2_1	1	2.4
sky130_fd_sc_hd__o21ai_1	1	3.1
sky130_fd_sc_hd__xnor2_1	1	5.5
Power is estimated from default activity; no workload was simulated.
