==> flow/design.v <==
module debounce
#(
	parameter DELAY_TIME = 18'h3ffff
)
(
	input				clk,
	input				rst_n,
	input				key_in,
	output	reg			key_vld
);
localparam	IDLE		= 4'b0001,
			PRESS_DELAY	= 4'b0010,
			WAIT_RELEASE= 4'b0100,
			RELEASE_DELA= 4'b1000;
reg [1:0] key_in_r;
wire key_press_edge;
wire key_release_edge;
always @(posedge clk or negedge rst_n) begin
	if (!rst_n) begin
		key_in_r <= 2'b11;
	end else begin
		key_in_r <= {key_in_r[0],key_in};
	end
end
assign key_press_edge = key_in_r[1] & (~key_in_r[0]);
assign key_release_edge = (~key_in_r[1]) & key_in_r[0];
reg	[17:0]	  cnt;
reg [3:0] cstate,nstate;
always @(posedge clk or negedge rst_n) begin
	if (!rst_n) begin
		cstate <= IDLE;
	end else begin
		cstate <= nstate;
	end
end
always @(*) begin
	case (cstate)
		IDLE	 : nstate = key_press_edge ? PRESS_DELAY : IDLE;
		PRESS_DELAY: begin
			if (cnt==DELAY_TIME && key_in_r[0] == 0) begin
				nstate = WAIT_RELEASE; 
			end else if (cnt<DELAY_TIME && key_in_r[0] == 1) begin
				nstate = IDLE; 
			end else begin
				nstate = PRESS_DELAY; 
			end
		end
		WAIT_RELEASE: nstate = key_release_edge ? RELEASE_DELA : WAIT_RELEASE;
		RELEASE_DELA: begin
			if (cnt==DELAY_TIME && key_in_r[0] == 1) begin
				nstate = IDLE; 
			end else if (cnt<DELAY_TIME && key_in_r[0] == 0) begin
				nstate = WAIT_RELEASE; 
			end else begin
				nstate = RELEASE_DELA; 
			end
		end
		default: nstate = IDLE;
	endcase
end
always @(posedge clk or negedge rst_n) begin
	if (!rst_n) begin
		key_vld <= 1'b1;
	end else begin
		case (nstate)
			IDLE,PRESS_DELAY:key_vld <= 1'b1;
			WAIT_RELEASE,RELEASE_DELA: key_vld <= 1'b0;
			default: key_vld <= 1'b1;
		endcase
	end
end
always @(posedge clk or negedge rst_n) begin
    if(!rst_n)
		cnt <= 18'd0;
    else if (cstate==PRESS_DELAY || cstate==RELEASE_DELA) begin
		if (cnt==DELAY_TIME) begin
			cnt <= 18'd0;
		end else begin
			cnt <= cnt + 1'b1;
		end
	end else begin
		cnt <= 18'd0;
	end
end  
endmodule
==> flow/run.sh <==
#!/bin/bash
# OpenROAD 26Q1-2900-gdf79404cd8, Yosys 0.63+post, stock flow scripts
make -C /OpenROAD-flow-scripts/flow DESIGN_CONFIG=/design/flow/config.mk WORK_HOME=/design/flow/orfs finish
==> flow/config.mk <==
export PLATFORM = sky130hd
export DESIGN_NAME = debounce
export DESIGN_NICKNAME = debounce
export VERILOG_FILES = /design/flow/design.v
export SDC_FILE = /design/flow/constraint.sdc
export NUM_CORES = 4
export LEC_CHECK = 1
export CORE_AREA = 10 10 112 112
export DIE_AREA = 0 0 122 122
==> flow/constraint.sdc <==
current_design debounce

set clk_period 5.1
set clk_io_pct 0.2

create_clock -name clk0 -period $clk_period [get_ports {clk}]

set non_clock_inputs [all_inputs -no_clocks]
set_input_delay [expr $clk_period * $clk_io_pct] -clock clk0 $non_clock_inputs
set_output_delay [expr $clk_period * $clk_io_pct] -clock clk0 [all_outputs]
==> out/metrics.sh <==
PERIOD_MINUS_SLACK_NS=2.25
HOLD_SLACK_NS=0.431
SYNTH.DISTINCT_CELLS=31
REGISTER_AREA_UM2=631
TIMING.FINAL.HOLD_VIOLATIONS=0
RESULT_OF_THE_RUN='completed'
TIMING.CRITICAL_PATH.CELLS='clkdlybuf4s50_1'
ANTENNA_FOUND_INITIAL=0
NUMBER_OF_FLIP_FLOPS_AND_LATCHES_IN_THE_SYNTHESIZED_NETLIST=25
CTS_HOLD_BUFFERS=0
TIMING.REG2REG.WORST_PATH_DEPTH=6
SIMPLE_GATE_SHARE=0.232
FMAX_MHz=444
REMAINING_DRC_ERRORS=0
PLACE.GP.CONGESTION=0.707
POST_CTS.REPAIR.SETUP_BUFFERS=0
CRITICAL_PATH_CELL_COUNT=1
YOSYS.STAT.SEQSHARE=0.528
FINALSETUPVIOLATIONS=0
COMB_AREA_UM2=526
TIMING.CRITICAL_PATH.SLOWEST_STAGE_CELL='dfstp_2'
POST_CTS_RESIZED=0
DESIGN.DIE.AREA_MM2=0.0149
FIN_WORST_SKEW_NS=0.00266
HOLDPATHSTAGES=0
TIMING.CRITICAL_PATH.FANOUT_MAX=1
R2R_START='cnt[0]'
CHIPHEIGHT_UM=122
SLEW_VIOL_FINAL=0
LEAKAGEPOWER_nW=0.550
CTS_NUM_SINKS=25
CLOCK_SLEW_SEEN_BY_THE_REGISTERS_OF_THE_WORST_SETUP_AND_HOLD_PATHS_NS=0.09
CLKLATENCYLATEPIN_NS=0.26
ROUTED_WIRELENGTH_UM=1990
PLACEMENT.CELL_AREA_MM2=0.00139
GR-TOTAL-OVERFLOW=0
TIGHTESTPINTRANSITION_NS=0.653
WORST_IR_DROP_VDD_uV=78.5
CHIPWIDTH_UM=122
YOSYS-STAT-AREA_MM2=0.00119
FINAL_LAYOUT_TOP_LOGIC_CELL='nor2_1'
CLOCK_TREE_BUFFER_DEPTH=2
CRITPATHMAXSTAGEDELAY_NS=0.52
CRIT_BUF_INV=1
NUMPORTBUFFERS=3
NUMBER_OF_GLOBAL_ROUTE_VIAS_BEFORE_REPAIR=778
CRITICAL_PATH.TOP_DELAY_FAMILY='flip-flops'
STAGE_LOG_WARNINGS=25
POST_ROUTE_CELLS_DRIVE_ABOVE_1_SHARE=0.137
PLACEDCELLCOUNT=256
FILLERS=1133
LAY_TOP_CELLS='25 x nor2_1, 21 x dfrtp_1, 9 x nand3_1, 9 x xnor2_1'
VIAS_PER_CELL=3.03
MAX_CAP_VIOL_COUNT=0
CRIT_TYPE='flop to output pin'
YS_CELLS=117
SYN_TO_FINAL_GROWTH_PCT=20.3
VIAS=787
FINAL_AREA_MM2=0.00144
CP-END-KIND='output pin'
NUMBER_OF_CELLS_IN_THE_FINISHED_LAYOUT_APART_FROM_FILLERS=260
POWER.DENSITY_mW_PER_MM2=244
MIN_DELAY_WORST_ENDPOINT='key_in_r[1]'
NUMBER_OF_VIOLATIONS_REPORTED_AT_THE_END_OF_DETAILED_ROUTING_ITERATION_0=33
POST_SYNTH_INSTANCE_AREA_MM2=0.00119
MAXSLEWHEADROOM=0.565
FLOORPLAN.INITIALDENSITY=0.117
PIN_COUNT_OF_THE_BIGGEST_NET_ENTERING_GLOBAL_ROUTING=26
ROWS=37
WORST_EP_REQUIRED_TIME_NS=4.08
HOLD_PATH.CLASS='flop to flop'
CORE_AREA_MM2=0.0102
CTS_ROOT_BUF='clkbuf_8'
FINALSETUPTNS_NS=0
TRITONCTS.NUM_BUFFERS=3
GRT_FIRST_PASS_WIRELENGTH_UM=3570
START_KIND='flop'
NUM_ANTENNA_CELLS=0
SYNTH_XOR_XNOR_AREA_SHARE=0.117
GLOBALROUTETOTALUTIL=0.0290
YS_SH_MUX=0
SYNTHADDERAREAFRAC=0.0105
RR_ENDPOINT='cnt[11]'
SYNTH_INSTANCES=117
YS_TOP_LOGIC_FAMILY='simple AND/OR/NAND/NOR gates'
HOLDCRITSTARTPOINT='key_in_r[0]'
PERIOD_USED_SHARE=0.442
TRITONCTS='built'
FINAL_ANTENNA_NET_COUNT=0
SYNTH_WARNINGS=1
DP.FINAL_HPWL_UM=1430
POSTSYNTHAREAPERCELL_UM2=10.2
WORSTPATHARRIVAL_NS=1.23
AVERAGE_DETAILED_ROUTED_WIRE_LENGTH_PER_INSTANCE_UM=7.67
DETAIL_ROUTE.FIRST_PASS.ITERATIONS=4
BOUNDARYPINS=4
SYNTH_COMPOUND_GATE_AREA_SHARE=0.0807
REG2REG_SLACK_NS=3.19
SETUP_REPAIR_AFTER_GLOBAL_ROUTING_MISSED_ITS_MARGIN='false'
CTS_MAX_LEVEL=1
-- state kept, by name, indices dropped and copies added, names as in the netlist --
name and count:
cnt 18, cstate 4, key_in_r 2, key_vld 1
-- metrics by stage --
step                       util  power [mW]  worst slack, ns
after CTS                 0.140       0.357             2.83
after floorplan               -       0.227             3.46
after detailed placement  0.136       0.239             3.13
final                     0.140       0.350             2.85
after global placement    0.136       0.238             3.12
after global routing      0.140       0.371             2.79
-- cell type report --
class / instances / share of cell area
Sequential cell: 25 / 0.439
Multi-Input combinational cell: 84 / 0.366
Clock buffer: 3 / 0.0287
Clock inverter: 1 / 0.00348
Timing Repair Buffer: 4 / 0.0261
Tap cell: 136 / 0.118
Inverter: 7 / 0.0183
-- Yosys cell counts --
| cell | n | area (um2) |
|---|---|---|
| and3_1 | 1 | 6.26 |
| o21ai_1 | 1 | 5.00 |
| nand4_1 | 1 | 6.26 |
| a21oi_1 | 2 | 10.0 |
| ha_1 | 1 | 12.5 |
| inv_1 | 7 | 26.3 |
| buf_6 | 1 | 11.3 |
| a31oi_1 | 1 | 6.26 |
| a22oi_1 | 1 | 7.51 |
| nand3_2 | 1 | 10.0 |
| o22a_2 | 1 | 10.0 |
| nor2_1 | 25 | 93.8 |
| a41o_1 | 1 | 10.0 |
| and4_4 | 1 | 11.3 |
| nand3_1 | 9 | 45.0 |
| nor3_4 | 1 | 16.3 |
| xor2_1 | 7 | 61.3 |
| dfrtp_1 | 21 | 526 |
| a211oi_1 | 1 | 7.51 |
| nand2_1 | 5 | 18.8 |
| nor4_1 | 1 | 6.26 |
| o21ai_0 | 2 | 10.0 |
| and2_1 | 1 | 6.26 |
| or3_1 | 1 | 6.26 |
| nand4_2 | 2 | 25.0 |
| dfstp_2 | 4 | 105 |
| a2bb2oi_2 | 1 | 15.0 |
| o21ai_2 | 1 | 8.76 |
| xnor2_1 | 9 | 78.8 |
| o22ai_1 | 1 | 6.26 |
| nor3_1 | 5 | 25.0 |
-- kinds of logic (layout without fill, tap and decap cells) --
family                     Yosys count  after routing
DFF                                 25             25
buffers and inverters                8             15
adders and majority gates            1              1
xor gates and xnor gates            16             16
AOI/OAI and AO/OA                   13             13
and+or+nand+nor                     54             54
-- power breakdown --
part	internal [mW]	switching [mW]
clock	0.0546	0.0617
sequential	0.206	0.00441
combinational	0.0111	0.0127
total	0.271	0.0789
-- how the worst max path moves through the flow --
stage       start  slack (ns)  endpoint
4_1_cts   key_vld        2.83   key_vld
5_1_grt   key_vld        2.79   key_vld
6_report  key_vld        2.85   key_vld
-- layer usage --
layer	vias up	GRT usage	share of wire	wire length [um]
met5	-	0	0	0
met4	0	0.00298	0.0090	18
met3	2	0.0131	0.062	123
met2	7	0.0427	0.40	792
met1	367	0.0398	0.53	1060
li1	411	-	-	-
Power is estimated from default activity; no workload was simulated.
